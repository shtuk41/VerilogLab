`run.sh`:
```
#!/bin/bash
# OpenROAD 26Q1-2900-gdf79404cd8, Yosys 0.63+post, stock flow scripts
make -C /OpenROAD-flow-scripts/flow DESIGN_CONFIG=/design/flow/config.mk WORK_HOME=/design/flow/orfs finish
```
`config.mk`:
```
export PLATFORM = sky130hd
export DESIGN_NAME = top_module
export DESIGN_NICKNAME = top_module
export VERILOG_FILES = /design/flow/design.v
export SDC_FILE = /design/flow/constraint.sdc
export NUM_CORES = 4
export LEC_CHECK = 1
export CORE_AREA = 10 10 70 70
export DIE_AREA = 0 0 80 80
```
`constraint.sdc`:
```
current_design top_module

set clk_period 3.1
set clk_io_pct 0.2

create_clock -name clk0 -period $clk_period [get_ports {clk}]

set non_clock_inputs [all_inputs -no_clocks]
set_input_delay [expr $clk_period * $clk_io_pct] -clock clk0 $non_clock_inputs
set_output_delay [expr $clk_period * $clk_io_pct] -clock clk0 [all_outputs]
```
`design.v`:
```
module top_module(
	input clk, 
	input load, 
	input [9:0] data, 
	output tc
);
    reg [9:0] counter;
    always @(posedge clk) begin
        if (load)
            counter <= data;
        else if (counter > 0)
            counter <= counter - 1'b1;
    end
    assign tc = (counter == 10'd0) ;
endmodule
```
==> notes.md <==
The run gives 5 for the number of cells on the worst reg-to-reg path. Setup repair after global routing left no endpoint under its margin. The run gives 18.7% for the share of final-layout standard cells stronger than drive strength 1. The run gives 0.07 ns for the clock transition time at the flip-flop clock pins of the worst setup and hold paths.

The script logs the ratio of routed vias to standard cells as 4.14. The total of buffers placed on input and output ports was 12. Yosys cell count: 57. The tools report the end of the worst register-to-register path as counter[0]$_DFFE_PP_.

The run finished with clean final reports. Worst setup slack after layout: 0.437 ns. Once detail routing completed, the nets flagged for antenna violations numbered 0. The post-route utilization of the core is recorded as 24.0%. The synthesis stat section lists a flop and latch total of 10. The logs give 2.48 ns for the data required time of the critical path and 0.186 ns for the setup slack after placement.

The path class of the tightest hold or removal check is reg2reg. Max-slew check failures listed in the final report amount to 0. The tools report the total via count after detailed routing as 501. counter holds more flip-flops than any other register. The tools report the max-cap violation count as 0.

For the pin with the worst max-slew slack, the measured transition is 0.429 ns. The design draws 0.347 mW. The post-synthesis average cell area is 10.2 sq um. The share of the core area taken by cells at floorplan is 17.0%. The flow measured a signed area growth from synthesis to layout of 41.1%.

The fraction of the cycle the final worst path needs is 85.9%. The switching share of power was 26.4%; the tally of OpenROAD warnings was 25. The detailed placer reported the number of placed instances as 113. Of the total power, combinational logic draws 20.1%.

The worst register-to-register path has a setup slack of 0.68 ns. The cell at the root of the clock tree was clkbuf_4. The largest registers in the layout are counter (10). The post-detailed-route wirelength per cell came out at 11.2 um.

The full die area is 6400 sq um. TritonCTS built the clock tree. Per the synthesis report, the number of distinct cell types is 20. With the maximum buffer depth of the clock tree at 2, the data arrival at the endpoint of the critical path is 2.04 ns.

The number of clock buffers added by TritonCTS is 3. In this run the VDD rail shows a maximum IR drop of 0.158 mV. The setup path with the least slack is of type reg2out. The maximum clock frequency came out at 0.375 GHz. The H-tree level count is 1, and the sequential cell area fraction in the yosys report is 51.6%. The tools report the area of the core as 3420 sq um. The headroom to the max-slew limit is 71.4%. Per the skew report, the later register of the worst-skew pair sees a clock latency of 0.27 ns. The run gives 0.0124 ns as the maximum clock skew at final layout.

The initial antenna violation count came out at 0. Setup violations remaining at the end of the flow were counted as 0. The final critical-path required period came out at 2.66 ns.

Entering global routing, the biggest net connects 13 pins. For this run the aggregate overflow at the end of global routing stands at 0. The global router's overall resource usage is 4.37%. The run gives 967 um as the sum of net half-perimeters after detailed placement. Counting endpoints that fail hold in the final report gives 0. TritonCTS reports the number of clock sinks as 10. The part of the power in registers came out at 53.4%. 13 I/O pins were placed.

For the area of the mapped netlist, the log shows 582 sq um. The logs give 0.854 for the final weighted congestion in routability-driven placement and 1 for the count of synthesis-stage warnings from yosys. In this run the power density over the cells is 423 nW/um^2.

The logs give 582 sq um for the Yosys chip area and 507 for the number of global-route vias before repair. The floorplan die height came out at 80 um. The post-CTS hold buffer count recorded in the log is 0. STA lists the startpoint of the worst register-to-register path as counter[0]$_DFFE_PP_.

The tools report the startpoint class of the critical path as a flip-flop. The die extent in x was 80 um. The tools report the count of inserted antenna diode cells as 0.

Number of flip-flops under the largest register name: 10. For hold timing, the worst endpoint is counter[7]$_DFFE_PP_. The pre-antenna-repair detailed-routing pass consisted of 4 iterations. In the synthesized netlist, the number of instances is 57. In the power breakdown, the internal column shows 0.255 mW. The most common logic cell in the final layout is clkdlybuf4s50_1.

The logs give 0.0916 mW for the net switching power figure and 26.5% for the portion of total power attributed to the clock network. The logs give 21 for the row count and 2.23 mm for the wire length of the first global-routing pass. The tools report the fill cell instance count of the final layout as 372. The tools report the worst min-delay path startpoint as counter[7]$_DFFE_PP_.

The run gives 3 for the largest fanout of any net on the critical path. The number of DRC markers in iteration 0 is 45. STA classifies the critical path endpoint as an output pin. For this run, design rule violations remaining after detail routing come to 0.

The count of cells in the finished layout, fillers not included, comes to 121. The number of instances on the worst hold path was 2. Aggregate routed wire length: 1.35 mm.

The final layout reports a setup TNS of 0 ns. The standby leakage power is 0.293 nW. Per the cell usage report, the commonest logic cells after layout are 11 x clkdlybuf4s50_1, 10 x edfxtp_1.
==> stage by stage <==
stage | area [sq um] | hold WS, ns
2_1_floorplan | 582 | 0.607
3_3_place_gp | 752 | 0.648
3_5_place_dp | 752 | 0.663
4_1_cts | 803 | 0.684
5_1_grt | 821 | 0.737
6_report | 821 | 0.699
==> synthesized netlist by cell type <==
master | n | share of area (%)
a31oi_1 | 5 | 5.4
clkbuf_1 | 2 | 1.3
edfxtp_1 | 10 | 52
ha_1 | 1 | 2.2
inv_1 | 4 | 2.6
nand2_1 | 5 | 3.2
nand3_1 | 1 | 0.86
nor2_1 | 6 | 3.9
nor3_1 | 1 | 0.86
o211ai_1 | 1 | 1.3
o21ai_0 | 5 | 4.3
o31ai_1 | 3 | 3.9
o41ai_1 | 1 | 1.5
or2_2 | 1 | 1.1
or3_1 | 1 | 1.1
or3_2 | 2 | 2.6
or4_1 | 4 | 5.2
or4_4 | 1 | 1.9
or4b_4 | 1 | 2.4
xnor2_1 | 2 | 3.0
==> routing by layer <==
| layer | wire length (um) | track usage [%] | share of wire [%] | vias up |
|---|---|---|---|---|
| met2 | 562 | 5.94 | 42 | 16 |
| met5 | 0 | 0 | 0 | - |
| met4 | 0 | 0 | 0 | 0 |
| li1 | - | - | - | 258 |
| met3 | 150 | 3.18 | 11 | 0 |
| met1 | 640 | 5.84 | 47 | 227 |
==> worst max-delay path by stage <==
stage,from,to,slack (ns),depth (start not counted)
CTS,counter[0]$_DFFE_PP_,tc,0.02,6
global route,counter[1]$_DFFE_PP_,tc,0.35,6
finish,counter[0]$_DFFE_PP_,tc,0.44,6
==> critical path: stages, from the launching register on <==
cell and delay (ns):
edfxtp_1 0.40, inv_1 0.08, ha_2 0.18, or4b_4 0.46, or4_4 0.46, nor2_4 0.11
dlymetal6s2s_1 0.10
==> what timing repair did <==
action,4_1_cts,5_1_grt
gates cloned,0,0
setup buffers,3,1
resized,1,3
setup endpoints to repair,1,1
endpoints found under the hold margin,0,0
pin swaps,0,3
==> power by group through the flow <==
| stage | sequential (mW) | combinational (mW) | clock [mW] |
|---|---|---|---|
| after CTS | 0.184 | 0.0671 | 0.0942 |
| after global routing | 0.189 | 0.0788 | 0.100 |
| final | 0.185 | 0.0698 | 0.0919 |
==> cells by family after synthesis <==
group | share of synthesized area, %
compound gates | 16.3
xor+xnor | 3.01
fa+ha+maj | 2.15
buf+inv | 3.87
flops | 51.6
simple gates | 23.0
==> cell type report <==
class                           instances  area [sq um]  area share, %
Timing Repair Buffer                   16           153           18.6
Inverter                                4          15.0           1.83
Tap cell                               46          57.6           7.01
Multi-Input combinational cell         41           269           32.8
Clock inverter                          1          3.75          0.457
Sequential cell                        10           300           36.6
Clock buffer                            3          22.5           2.74
No activity file was given, so power comes from the tool's default toggle rates.
